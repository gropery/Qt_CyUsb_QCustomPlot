[flow/design.v]
module led_controller(
			input clk,		 
			input rst_n,	 
			output led		 
		);
reg[23:0] cnt;
always @(posedge clk or negedge rst_n)
	if(!rst_n) cnt <= 24'd0;
	else cnt <= cnt+1'b1;
assign led = cnt[23];	
endmodule
[flow/run.sh]
#!/bin/bash
# OpenROAD 26Q1-2900-gdf79404cd8, Yosys 0.63+post, stock flow scripts
make -C /OpenROAD-flow-scripts/flow DESIGN_CONFIG=/design/flow/config.mk WORK_HOME=/design/flow/orfs finish
[flow/config.mk]
export PLATFORM = sky130hd
export DESIGN_NAME = led_controller
export DESIGN_NICKNAME = led_controller
export VERILOG_FILES = /design/flow/design.v
export SDC_FILE = /design/flow/constraint.sdc
export NUM_CORES = 4
export LEC_CHECK = 1
export CORE_AREA = 10 10 94 94
export DIE_AREA = 0 0 104 104
[flow/constraint.sdc]
current_design led_controller

set clk_period 5.4
set clk_io_pct 0.2

create_clock -name clk0 -period $clk_period [get_ports {clk}]

set non_clock_inputs [all_inputs -no_clocks]
set_input_delay [expr $clk_period * $clk_io_pct] -clock clk0 $non_clock_inputs
set_output_delay [expr $clk_period * $clk_io_pct] -clock clk0 [all_outputs]
==> notes.md <==
Results of the implementation run.

Per STA, the worst path is made up of clkdlybuf4s50_1. The pin closest to its max-slew limit shows a slew of 0.472 ns. The clock insertion delay at the later pin of the skew report is 0.26 ns. The peak ir drop on the vdd network is between 0.07 and 0.08 mV. The clock passes through at most 2 buffers. The overall die size recorded for this design is roughly 11000 sq um. The total number of vias is 584. The delay of the slowest cell on the worst path is about 0.47 ns. The critical path capture point type is an output port. Counting flops with a built-in enable in the synthesized netlist gives 0. The setup clock skew after layout is 0.00114 ns. The count of nets left with antenna violations after detail routing is 0. The global placer's final weighted congestion is 0.666.

The fraction of synthesized cell area in xor and xnor cells came out at 0.189. The total setup buffers inserted after CTS is 0. The post-cts hold-fix buffer tally is 0. The count of instantiated cells in the yosys netlist is 83. Synthesis instantiated 15 different standard cells from the library. The portion of synthesized area spent on multiplexers is 0. The count of pins over their slew limit is 0. On the critical path, the stage with the largest delay is an instance of clkdlybuf4s50_1. The flip-flop count of the largest register after layout is 24. The number of antenna violations at the first check in global routing is 0. The pin count of the biggest net entering global routing is 25.

The overall track demand over capacity in global routing came out at 0.0293. Once detailed placement completed, the half-perimeter wirelength came to roughly 1 mm. The simple-gate share of the synthesized area came out at 0.207. The routed design could run at a clock period as short as 2.17 ns. In the final layout, the share of cells above drive strength 1 is 0.100. The first-pass GRT wire length is 2.72 mm.

The library cell with the highest instance count after synthesis is dfrtp_1. The overall overflow remaining after global route came out at 0. The cell resize tally after clock tree synthesis is 0. The registers reported with the highest flop counts are cnt x24. The path category of the worst min-delay check is flip-flop to flip-flop.

The async set-reset flop share out of synthesis is 1.00. The area of the synthesized netlist per yosys stat is a little over 1000 sq um. STA lists the maximum fanout along the critical path as 2. The Yosys warning count came out at 1.

The and-or/or-and share of the synthesized area came out at 0. The overall die width is 104 microns. The leakage power is 0.517 nW. Per the OpenROAD floorplan log, the area of the core is 6830 sq um. The total of flip-flops plus latches after synthesis came out at 24. 3 I/O pins were placed.

For this configuration, the core starts out at a cell density of 0.149. The number of CTS-inserted buffers is 3. Per the detail_route report, inserted antenna diodes total 0. The gate count after technology mapping is 83.

In this run the core area contains 30 standard-cell rows. The height of the chip came out at 104 microns. The arithmetic-cell share of the synthesized area counting full adders, half adders and majority gates is 0.0123.

Hold-check failures listed in the final report amount to 0. The relative slew slack is 0.684. On the reported timing paths, the clock transition at the registers reads ~0.080 ns. Total power normalized to cell area comes to between 200 and 250 nW/um^2. The register ranked first by flip-flop count is cnt. The routed layout reports a DRC error count of 0.

The per-instance average area after synthesis came out at approximately 12 sq um. The final routed wire length divided by cell count is 7.75 microns. The buffering stage count on the worst path with inverters included came out at 1. The data required time reported for the critical path is 4.32 ns. The top-area cell type share of the netlist area came out at 0.588. TritonCTS built the clock tree.

The max-capacitance violation count is 0. The first-iteration detailed-routing DRC count came out at 9. Setup repair after global routing left no endpoint under its margin. The synthesized area is just over 1000 sq um. The kind of start point of the critical path is a flip-flop.

Of the combinational cells, the family taking the most area is simple AND/OR/NAND/NOR gates. The synthesis report names the predominant flop master as dfrtp_1. The synthesis report lists the most area-consuming cells as dfrtp_1 (59%), xnor2_1 (15%), nand3_1 (4.4%). The layout filler cell count came out at approximately 770. Sorting the Yosys area breakdown by cell type puts at the top dfrtp_1. The area overhead of the layout relative to synthesis came out at 19.9%. Summing over the stages, the warning tally comes to 25.

The number of buffers inserted by port buffering came out at 2. The sequential cell area fraction in the yosys report came out at 0.588. Per the post-place timing report, worst setup slack is 3.50 ns.

The worst-case register-to-register setup slack is 3.94 ns. The number of levels the H-tree was split into came out at 1. The flow ran to the end, and the final reports show no timing, DRC or antenna violations.

Derived from the worst setup path, the maximum achievable clock frequency is 461 MHz. The per-cell via count in the routed design is around 3.1. The overall routed net length is 1.44 mm.

The final tally of setup violations came out at 0. The iteration count recorded for the first detailed-route pass is 2. Broken down by cell family, the worst path's largest delay share belongs to buffers and inverters.

The overall power is between 0.3 and 0.4 mW. CTS placed an instance of clkbuf_8 at the clock tree root. The endpoint arrival time on the critical path came out at 1.09 ns. The via count of the first global-routing pass is 597. Counting instances in the post-synthesis netlist gives the leading cell types as dfrtp_1 (24), xnor2_1 (18), nand3_1 (9).

The post-route core utilization is 0.179. Of the available clock period, the critical path in the final layout requires 0.401. The number of clock sinks seen by CTS is 24.

The worst-case setup margin in the final layout is 3.23 ns. The final sum of negative setup slack came out at 0 ns. The critical path in this run is classified as flip-flop to output port.
logic make-up (layout without fill, tap and decap cells):
group	count (synthesis)	count (layout)
AND/OR/NAND/NOR	35	35
flip-flops	24	24
XOR/XNOR	22	22
adder cells (fa/ha/maj)	1	1
buffers and inverters	1	8
cell usage in the layout (no fill, tap or decap), drive strengths merged:
cell           netlist  final
ha                   1      1
nor2                 2      2
clkbuf               0      4
nand2                7      7
buf                  0      1
xor2                 4      4
inv                  1      1
and2b                1      1
nand4                6      6
xnor2               18     18
and4                 3      3
and3                 5      5
nand3               10     10
clkdlybuf4s50        0      2
dfrtp               24     24
nor3                 1      1
report_power, final:
| group | switching (mW) | total (mW) | internal, mW |
|---|---|---|---|
| clock | 0.0529 | 0.118 | 0.0649 |
| combinational | 0.00331 | 0.00442 | 0.00111 |
| sequential | 0 | 0.180 | 0.180 |
| total | 0.0562 | 0.302 | 0.246 |
final cells by class:
| cell class | instances | area (sq um) | share of cell area |
|---|---|---|---|
| Clock buffer | 4 | 55.1 | 0.0450 |
| Multi-Input combinational cell | 58 | 417 | 0.340 |
| Sequential cell | 24 | 601 | 0.491 |
| Timing Repair Buffer | 3 | 27.5 | 0.0225 |
| Tap cell | 96 | 120 | 0.0982 |
| Inverter | 1 | 3.75 | 0.00307 |
stage by stage:
step	area, sq um	hold WS, ns	instances
floorplan	1020	0.424	83
global placement	1170	0.452	182
detailed placement	1170	0.460	182
CTS	1220	0.477	186
global route	1220	0.491	186
finish	1220	0.471	186
path summary, 6_finish.rpt:
path / startpoint / endpoint / cells after the start
worst min-delay path: cnt[18] / cnt[18] / 1
min in group asynchronous: rst_n / cnt[6] / 2
worst max register to register: cnt[0] / cnt[20] / 5
worst max-delay path: cnt[23] / led / 1
worst min register to register: cnt[18] / cnt[18] / 1
max in group asynchronous: rst_n / cnt[14] / 2
metal layers:
| metal | vias up | routed length [microns] | global-route usage |
|---|---|---|---|
| met5 | - | 0 | 0 |
| met4 | 0 | 0 | 0.00596 |
| met3 | 0 | 67 | 0.0125 |
| met2 | 4 | 594 | 0.0414 |
| met1 | 279 | 779 | 0.0407 |
| li1 | 301 | - | - |
Power and IR drop assume default switching activity.
